==> /design/flow/design.v <==
`timescale 1ns / 1ps
module clock(
input clk,
input rst,  
input btnC, btnU, btnD, btnR, btnL,
input [3:0] sw,
output [6:0] seg, 
output [3:0] an,
output reg [3:0] led  
    );
reg[31:0] count = 0;
parameter max_count = 1000000;  
reg [5:0] mins, secs = 0; 
reg [5:0] hours = 12;
reg [5:0] a_mins, a_secs, a_hours = 0;
reg [5:0] og_hours, og_secs, og_mins = 0;
reg [3:0] c_hourten, c_hour, c_minten, c_min = 0; 
reg [0:0] current_bit = 0;  
sev_seg display(.clk(clk), .s_hourten(c_hourten), .s_hour(c_hour), .s_minten(c_minten), .s_min(c_min) ,.an(an), .seg(seg)) ;
parameter normal_mode = 2'b00; 
parameter set_alarm_clock = 2'b01;
parameter alarm_mode = 2'b10;
reg [1:0] current_mode = normal_mode;  
always @(posedge clk) begin
    led = 4'b0000;
    case(current_mode)
        normal_mode:
            begin
            if(a_hours == hours && a_mins == mins)
                                    begin
                                        led = 4'b1111;
                                    end
           else
                                    begin
                                        led = 4'b0000;
                                    end
                if(btnC)  
                    begin
                        count <= 0;
                        secs <= 0;
                        current_bit <= 0; 
                        current_mode <= set_alarm_clock;
                    end     
                if (count < max_count)
                    begin
                        count <= count + 1;
                    end
                else
                    begin
                        count <= 0;
                        secs <= secs + 1;
                        og_secs = secs;
                        og_mins = mins;
                        og_hours = hours;
                    end
            end 
        set_alarm_clock:
            begin
                count <= 0;
                secs <= 0;
                current_bit <= 0; 
                a_mins <= mins;
                a_hours <= hours;
                if(btnC)  
                    begin
                        current_mode = normal_mode;
                    end
                if(count < 25000000)
                    begin
                        count <= count + 1;
                    end
                else
                    begin
                        if(btnU)  
                            begin
                                mins <= mins + 1;
                            end
                       if(btnD)  
                           begin
                                 if(mins > 0)
                                    mins <= mins - 1;
                         end
                      if(btnL)
                            begin
                                 hours <= hours + 1;
                            end
                      if(btnR)
                            begin
                                   if(hours > 1)
                                                begin
                                                    hours <= hours - 1;
                                                end
                            end
                    end 
               if(sw == 4'b0001)
                begin
                    current_mode = alarm_mode;
                end
               else
                begin
                    current_mode = set_alarm_clock;
                end
            end 
        alarm_mode:  
            begin
                if(sw == 4'b0000)
                    begin
                        current_mode = normal_mode;
                    end
               if(sw == 4'b0001)
                    begin
                                secs = og_secs;
                                mins = og_mins;
                                hours = og_hours;
                    end   
            end 
    endcase
    if(secs >= 60)
        begin
            secs <= 0;
            mins <= mins + 1;
        end
    if(mins >= 60)
        begin
            mins <= 0;
            hours <= hours + 1;
        end
    if(hours == 13) 
        begin
            hours <= 1;  
        end    
    c_min <= mins % 10;  
    c_minten <= mins / 10;  
    if(hours < 10)  
        begin
            c_hourten <= 0;
            c_hour <= hours % 10; 
        end
    else  
        begin
            c_hourten <= hours / 10;
            c_hour <= hours % 10; 
        end
end 
endmodule 
`timescale 1ns / 1ps
module sev_seg(
input clk,
input [3:0] s_hourten, s_hour, s_minten, s_min,
output reg[3:0] an,  
output reg[6:0] seg  
    );
reg[1:0] current_place = 0;  
reg[6:0] seg_out [3:0];  
reg [18:0] count = 0;  
parameter max_count = 500000;  
wire [3:0] four_b_data [3:0];  
assign four_b_data[0] = s_min;
assign four_b_data[1] = s_minten;
assign four_b_data[2] = s_hour; 
assign four_b_data[3] = s_hourten;
always @(posedge clk) begin
    if(count <= max_count) 
        begin
            count <= count + 1;
        end
    else     
        begin
            current_place <= current_place + 1;
            count <= 0;
        end
    case(four_b_data[current_place])
        4'b0000: seg_out[current_place] <= 7'b1000000;
        4'b0001: seg_out[current_place] <= 7'b1111001;
        4'b0010: seg_out[current_place] <= 7'b0100100;
        4'b0011: seg_out[current_place] <= 7'b0110000;
        4'b0100: seg_out[current_place] <= 7'b0011001;
        4'b0101: seg_out[current_place] <= 7'b0010010;
        4'b0110: seg_out[current_place] <= 7'b0000010;
        4'b0111: seg_out[current_place] <= 7'b1111000;
        4'b1000: seg_out[current_place] <= 7'b0000000;
        4'b1001: seg_out[current_place] <= 7'b0011000;
        default:seg_out[current_place] <= 7'b0000000;
    endcase    
case(current_place)
    0:
        begin
            an<= 4'b1110;
            seg <= seg_out[0];
        end
    1:
        begin
            an<= 4'b1101;
            seg <= seg_out[1];
        end
    2:
        begin
            an<= 4'b1011;
            seg <= seg_out[2];
        end
    3:
        begin
            an<= 4'b0111;
            seg <= seg_out[3];
        end
endcase
end  
endmodule
==> /design/flow/run.sh <==
#!/bin/bash
# OpenROAD 26Q1-2900-gdf79404cd8, Yosys 0.63+post, stock flow scripts
make -C /OpenROAD-flow-scripts/flow DESIGN_CONFIG=/design/flow/config.mk WORK_HOME=/design/flow/orfs finish
==> /design/flow/config.mk <==
export PLATFORM = sky130hd
export DESIGN_NAME = clock
export DESIGN_NICKNAME = clock
export VERILOG_FILES = /design/flow/design.v
export SDC_FILE = /design/flow/constraint.sdc
export NUM_CORES = 4
export LEC_CHECK = 1
export CORE_UTILIZATION = 50
==> /design/flow/constraint.sdc <==
current_design clock

set clk_period 6.3
set clk_io_pct 0.2

create_clock -name clk0 -period $clk_period [get_ports {clk}]

set non_clock_inputs [all_inputs -no_clocks]
set_input_delay [expr $clk_period * $clk_io_pct] -clock clk0 $non_clock_inputs
set_output_delay [expr $clk_period * $clk_io_pct] -clock clk0 [all_outputs]
==> impl_metrics.toml <==
# synthesis and place-and-route metrics
[power]
p_leak_nw = 3.56
p_per_area_nw_per_um2 = 529
max-vdd-ir-drop_mv = 0.294

[die]
die_h_um = 133
fp_util = 0.515
num_rows = 47
die_x_um = 133
core_region_area_um2 = 16700
die_area_um2 = 17700
ios = 26

[sta]
fmax_mhz = 196
finClkSkew_ns = 0.00643
setup_tns_ns = 0
setup_viol = 0
relSlewSlack = 0.458
hold_viol_final = 0
tightest_slew_ns = 0.812
maxSlewViolCount = 0
fin_crit_sh = 0.810
grt_setup_unrepaired = "false"
layout_min_cycle_time_ns = 5.10
whs_ns = 0.471

[setup_path]
rr_endpoint = "c_hour[2]$_DFF_P_"
end_kind = "register"
path_class = "input port to register"
cp_slowest_cell = "clkdlybuf4s50_1"
rrSetupSlack_ns = 1.67
cp-start-kind = "input port"
crit_chain = "clkdlybuf4s50_1 -> nor4b_2 -> buf_4 -> and3_1 -> a221o_1 -> a21oi_1 -> and2_1 -> nor2_1 -> a21oi_1 -> ha_1 -> nand2_1 -> o32a_1 -> o21ai_2 -> nor2_2 -> mux2_4 -> nor2_2 -> mux2i_1"
cp.arrival_ns = 5.45
r2r_start = "count[17]$_DFFE_PP_"
r2r_cells = 16
critical_path.top_delay_family = "AND-OR/OR-AND gates"
crit_buf_inv = 2
slowest_delay_ns = 0.43
cp_max_fo = 7
cp.required_ns = 6.65

[drt]
wl_per_cell_um = 15.1
insertedDiodeCount = 0
first_pass_iters = 8
num_vias = 6171
drt_first_iter_violations = 344
vias_per_cell = 5.66
wirelength_um = 16500
drtAntennaViolNets = 0
drc_errors = 0

[logic_synthesis]
ys_warn_count = 2
netlist_instances = 845
yosysMostFrequentCell = "nor2_1"
synthTopCellsByArea = "edfxtp_1, dfxtp_1, ha_1, nor2_1, xnor2_1"
yosysUniqueCellTypes = 98
ys_seq_frac = 0.475
ys_cells = 845
top_area_frac = 0.328
ys.flops = 157
avgSynthCellArea_um2 = 10.2
synth_area_um2 = 8600
synthTopCellsByCount = "nor2_1, edfxtp_1, dfxtp_1"
async_reset_ff_frac = 0
yosysTopAreaCell = "edfxtp_1"
edf_count = 94
yosys_area_um2 = 8600
ff_type = "edfxtp_1"

[final_layout]
utilization = 0.572
fill_cells = 1364
final_cell_area_um2 = 9550
layout-drive-gt1-share = 0.102
area_growth_pct = 11.1

[hold_path]
hold_path.class = "register to register"
hold_path_depth = 1
hold_end = "display.count[0]$_SDFF_PN0_"
min_from = "display.count[0]$_SDFF_PN0_"

[cts]
clk-insertion-delay-late_ns = 0.42
cts.clk_slew.worst_paths_ns = 0.07
post_cts_resized = 0
root_buffer = "clkbuf_16"
cts_tree = "yes"
cts_buffers = 17
htree_levels = 4
numClockSinks = 157
post_cts_buffers = 0
cts_hold_buffers = 0
cts.path.max_buffers = 2

[grt]
grt_max_degree = 33
gr-total-overflow = 0
grt_pass1_vias = 5736
grt_util_all_layers = 0.202
grt_pass1_wl_um = 27700
antenna_found_initial = 0

[place]
gp_congestion = 0.845
port_buffers = 24
dpl_cell_area_um2 = 8960
post-dp-hpwl_um = 11200

[job]
cap_violations = 0
warning_count = 47

[status]
outcome = "complete, no violations"
## worst max-delay path by stage
stage / start / end / slack, ns / cells after the start
final: sw[0] / c_hour[2]$_DFF_P_ / 1.20 / 17
after global routing: sw[0] / c_hour[2]$_DFF_P_ / 0.96 / 17
after CTS: sw[0] / c_hour[2]$_DFF_P_ / 1.23 / 17
## flip-flops by register name, summed over array words and instances, names as in the netlist, 3 cells and up, named ones only
name             flops
c_minten             3
hours                6
og_mins              6
display.seg_out     28
display.count       19
og_hours             6
count               32
c_hour               4
display.seg          7
c_min                4
display.an           4
secs                 5
mins                 6
a_mins               6
a_hours              6
og_secs              6
c_hourten            3
## metal layers
layer | vias up | part of all wire | GRT usage
met3 | 16 | 0.043 | 0.0493
met4 | 0 | 0.011 | 0.0246
li1 | 3119 | - | -
met1 | 2921 | 0.50 | 0.332
met5 | - | 0 | 0
met2 | 115 | 0.45 | 0.297
## area by class of cell
type | instances | area (µm²) | area share
Clock buffer | 17 | 425 | 0.0445
Clock inverter | 15 | 171 | 0.0179
Inverter | 46 | 185 | 0.0194
Multi-Input combinational cell | 605 | 4130 | 0.432
Sequential cell | 157 | 4080 | 0.428
Tap cell | 220 | 275 | 0.0288
Timing Repair Buffer | 30 | 285 | 0.0299
## worst register-to-register path, cell delays in order, from the launching register on
cell      delay, ns
edfxtp_1       0.47
and4bb_2       0.35
o41ai_2        0.10
o311a_2        0.56
or4_1          0.51
and3b_1        0.31
inv_2          0.22
nor2_1         0.07
a21oi_1        0.26
ha_1           0.27
nand2_1        0.07
o32a_1         0.36
o21ai_2        0.21
nor2_2         0.11
mux2_4         0.32
nor2_2         0.18
mux2i_1        0.20
## logic make-up after synthesis
group | share of synthesized area
DFF | 0.475
AOI/OAI and AO/OA | 0.161
and+or+nand+nor | 0.184
other | 0.000436
adders and majority gates | 0.0553
xor gates and xnor gates | 0.0611
muxes | 0.0147
buffers and inverters | 0.0486
## cells in the final DEF, fill, tap and decap left out, types with 27 or more instances in the layout
master / count
nor2_1: 97
xor2_1: 27
ha_1: 38
inv_1: 42
nand2_1: 56
nand3_1: 35
dfxtp_1: 63
edfxtp_1: 94
xnor2_1: 33
a21oi_1: 46
## metrics by stage
step | total power [W] | setup slack [ns] | cells
floorplan | 0.00357 | 1.63 | 851
global placement | 0.00399 | 0.794 | 1058
detailed placement | 0.00403 | 0.808 | 1058
CTS | 0.00507 | 1.23 | 1090
global route | 0.00542 | 0.961 | 1090
finish | 0.00505 | 1.20 | 1090
## report_power, final
part | total [W] | internal, W | switching (W)
Clock | 0.00101 | 0.000564 | 0.000446
Sequential | 0.00176 | 0.00150 | 0.000265
Combinational | 0.00228 | 0.000893 | 0.00138
Total | 0.00505 | 0.00296 | 0.00209
Power and IR drop assume default switching activity.
